## config.mk

```make
export PLATFORM = sky130hd
export DESIGN_NAME = spi
export DESIGN_NICKNAME = spi
export VERILOG_FILES = /design/flow/design.v
export SDC_FILE = /design/flow/constraint.sdc
export NUM_CORES = 4
export LEC_CHECK = 1
export CORE_UTILIZATION = 30
```

## constraint.sdc

```tcl
current_design spi

set clk_period 3.4
set clk_io_pct 0.2

create_clock -name clk0 -period $clk_period [get_ports {clk}]

set non_clock_inputs [all_inputs -no_clocks]
set_input_delay [expr $clk_period * $clk_io_pct] -clock clk0 $non_clock_inputs
set_output_delay [expr $clk_period * $clk_io_pct] -clock clk0 [all_outputs]
```

## design.v

```verilog
`default_nettype none
`timescale 1ns / 1ns
module fifo #(
  parameter DATA_WIDTH = 8,
  parameter DEPTH      = 16
  ) (
    input  wire                  clk,
    input  wire                  rst_n,
    input  wire                  wr_en,
    input  wire                  rd_en,
    output wire                  empty,
    output wire                  full,
    input  wire [DATA_WIDTH-1:0] din,
    output wire [DATA_WIDTH-1:0] dout
  );
  localparam ADDR_WIDTH = $clog2(DEPTH);
  reg [ADDR_WIDTH  :0]    rd_ptr;
  reg [ADDR_WIDTH  :0]    wr_ptr;
  reg [DATA_WIDTH-1:0] mem[0:DEPTH-1];
  reg wr_en_prev;
  reg rd_en_prev;
  wire [ADDR_WIDTH: 0] next_wr;
  assign empty   = (rd_ptr  == wr_ptr);
  assign full    = (wr_ptr[ADDR_WIDTH]     != rd_ptr[ADDR_WIDTH]) &&
                   (wr_ptr[ADDR_WIDTH-1:0] == rd_ptr[ADDR_WIDTH-1:0]);
  assign next_wr = (wr_ptr   + 1);
  always @(posedge clk or negedge rst_n)
  begin
    if (!rst_n)
    begin
      wr_ptr <= 0;
      rd_ptr <= 0;
      wr_en_prev <= 0;
      rd_en_prev <= 0;
    end
    else
    begin
      wr_en_prev <= wr_en;
      rd_en_prev <= rd_en;
      if (wr_en && !wr_en_prev && !full)
      begin
        mem[wr_ptr[ADDR_WIDTH - 1: 0]] <= din;
        wr_ptr <= next_wr;
      end
      if (rd_en && !rd_en_prev && !empty)
      begin
        rd_ptr <= rd_ptr + 1;
      end
    end
  end
  assign dout = empty ? {DATA_WIDTH{1'b0}} : mem[rd_ptr[ADDR_WIDTH - 1 : 0]];
endmodule
`default_nettype none
`timescale 1ns / 1ns
module spi #(
  parameter FIFO_TX_DEPTH = 8,
  parameter FIFO_RX_DEPTH = 8
) (
  input  wire        clk,
  input  wire        rst_n,
  input  wire [ 7:0] address,
  input  wire [31:0] write_data,
  output wire [31:0] read_data,
  input  wire        we,
  input  wire        re,
  output reg         spi_clk,
  output reg         spi_mosi,
  input  wire        spi_miso,
  output wire        spi_cs
);
  localparam CTRL_OFFSET     = 8'h00;
  localparam CLK_OFFSET      = 8'h04;
  localparam STATUS_OFFSET   = 8'h08;
  localparam TX_OFFSET       = 8'h0C;
  localparam RX_OFFSET       = 8'h10;
  localparam CS_OFFSET       = 8'h14;
  localparam STATE_IDLE      = 2'd0;
  localparam STATE_LOAD      = 2'd1;
  localparam STATE_LOAD_WAIT = 2'd2;
  localparam STATE_TRANSFER  = 2'd3;
  reg [15:0] spi_clk_div;
  reg [15:0] new_spi_clk_div;
  reg [16:0] clk_counter;
  reg [ 7:0] tx_shift;
  reg [ 7:0] rx_shift;
  reg [ 7:0] rx_fifo_din;
  reg [ 1:0] state;
  reg [ 3:0] bit_cnt;
  reg [ 1:0] spi_ctrl;
  reg tx_fifo_rd_en;
  reg rx_fifo_wr_en;
  reg rx_fifo_rd_en;
  reg read_flag;
  reg spi_clk_en;
  reg active;
  reg cs;
  reg cs_gen;
  reg cs_manual;
  reg cs_manual_next;
  wire [8:0] tx_fifo_din;
  wire [8:0] tx_fifo_dout;
  wire [7:0] rx_fifo_dout;
  wire [7:0] status_bits;
  wire clk_div_zero;
  wire spi_busy;
  wire spi_ready;
  wire tx_fifo_wr_en;
  wire tx_fifo_empty;
  wire tx_fifo_full;
  wire rx_fifo_empty;
  wire rx_fifo_full;
  wire fifo_full;
  assign clk_div_zero     = (~|spi_clk_div);
  assign spi_busy         = (state != STATE_IDLE);
  assign fifo_full        = rx_fifo_full | tx_fifo_full;
  assign spi_ready        = !spi_busy & tx_fifo_empty & rx_fifo_empty;
  assign status_bits      = {clk_div_zero, fifo_full, spi_ready, spi_busy, rx_fifo_full, rx_fifo_empty, tx_fifo_full, tx_fifo_empty};
  assign tx_fifo_din[8:0] = write_data[8:0];
  assign tx_fifo_wr_en    = we && (address[7:0] == TX_OFFSET);
  assign spi_cs           = cs_gen ? cs : cs_manual;
  fifo #(
    .DATA_WIDTH (9),
    .DEPTH      (FIFO_TX_DEPTH)
  ) spi_tx_fifo (
    .clk   (clk),
    .rst_n (rst_n),
    .wr_en (tx_fifo_wr_en),
    .rd_en (tx_fifo_rd_en),
    .din   (tx_fifo_din),
    .dout  (tx_fifo_dout),
    .empty (tx_fifo_empty),
    .full  (tx_fifo_full)
  );
  fifo #(
    .DATA_WIDTH (8),
    .DEPTH      (FIFO_RX_DEPTH)
  ) spi_rx_fifo (
    .clk   (clk),
    .rst_n (rst_n),
    .wr_en (rx_fifo_wr_en),
    .rd_en (rx_fifo_rd_en),
    .din   (rx_fifo_din),
    .dout  (rx_fifo_dout),
    .empty (rx_fifo_empty),
    .full  (rx_fifo_full)
  );
  assign read_data = (address[7:0] == CTRL_OFFSET)   ? {30'd0, cs_gen, active} :
                     (address[7:0] == CLK_OFFSET)    ? {16'd0,    spi_clk_div} :
                     (address[7:0] == STATUS_OFFSET) ? {24'd0,    status_bits} :
                     (address[7:0] == RX_OFFSET)     ? {24'd0,   rx_fifo_dout} :
                     (address[7:0] == CS_OFFSET)     ? {31'd0,      cs_manual} :
                     32'd0;
  always @(posedge clk or negedge rst_n)
  begin
    if (!rst_n)
    begin
      clk_counter <= 16'b0;
      spi_clk_en <= 1'b0;
    end
    else
    begin
      if (state == STATE_LOAD)
      begin
        clk_counter <= 16'b1;
        spi_clk_en <= 1'b0;
      end
      else if (clk_counter >= {spi_clk_div[15: 0], ~|spi_clk_div})
      begin
        clk_counter <= 16'b1;
        spi_clk_en <= 1'b1;
      end
      else
      begin
        clk_counter <= clk_counter + 16'b1;
        spi_clk_en <= 1'b0;
      end
    end
  end
  always @(posedge clk or negedge rst_n)
  begin
    if (!rst_n)
    begin
      state         <= STATE_IDLE;
      cs            <= 1'b1;
      cs_manual     <= 1'b1;
      spi_clk       <= 1'b0;
      bit_cnt       <= 4'b0;
      tx_shift      <= 8'b0;
      rx_shift      <= 8'b0;
      read_flag     <= 1'b0;
      tx_fifo_rd_en <= 1'b0;
      rx_fifo_wr_en <= 1'b0;
      spi_mosi      <= 1'b0;
    end
    else
    begin
      tx_fifo_rd_en <= 1'b0;
      rx_fifo_wr_en <= 1'b0;
      case (state)
        STATE_IDLE:
        begin
          cs_manual <= cs_manual_next;
          cs      <= 1'b1;
          spi_clk <= 1'b0;
          bit_cnt <= 4'b0;
          if (active && !tx_fifo_empty)
          begin
            cs            <= 1'b0;
            tx_shift      <= tx_fifo_dout[7:0];
            tx_fifo_rd_en <= 1'b0;
            state         <= STATE_LOAD;
          end
        end
        STATE_LOAD:
        begin
          tx_fifo_rd_en <= 1'b1;
          state         <= STATE_LOAD_WAIT;
          cs            <= 1'b0;
        end
        STATE_LOAD_WAIT:
        begin
          tx_shift      <= tx_fifo_dout[7:0];
          read_flag     <= tx_fifo_dout[8];
          tx_fifo_rd_en <= 1'b0;
          rx_shift      <= 8'd0;
          bit_cnt       <= 4'b0;
          spi_clk       <= 1'b0;
          spi_mosi      <= tx_fifo_dout[7];
          state         <= STATE_TRANSFER;
        end
        STATE_TRANSFER:
        begin
          if (spi_clk_en)
          begin
            if (spi_clk == 0)
            begin
              spi_clk <= 1'b1;
              if (bit_cnt <= 3'd7)
              begin
                rx_shift[3'd7 - bit_cnt[2:0]] <= spi_miso;
              end
            end
            else
            begin
              spi_clk <= 1'b0;
              if (bit_cnt < 3'd7)
              begin
                bit_cnt  <= bit_cnt + 4'b1;
                spi_mosi <= tx_shift[3'd6 - bit_cnt[2: 0]];
              end
              else
              begin
                if (read_flag)
                begin
                  rx_fifo_din   <= rx_shift;
                  rx_fifo_wr_en <= 1'b1;
                end
                if (!tx_fifo_empty)
                begin
                  state <= STATE_LOAD;
                end
                else
                begin
                  cs     <= 1'b1;
                  state  <= STATE_IDLE;
                end
              end
            end
          end
          else
            state <= STATE_TRANSFER;
        end
        default:
          state <= STATE_IDLE;
      endcase
    end
  end
  always @(posedge clk or negedge rst_n)
  begin
    if (!rst_n)
    begin
      active          <= 1'b1;
      cs_manual_next  <= 1'b1;
      cs_gen          <= 1'b1;
      spi_clk_div     <= 16'd0;
      new_spi_clk_div <= 16'd0;
    end
    else if (we)
    begin
      case (address[7:0])
        CTRL_OFFSET:
        begin
          active   <= write_data[0];
          cs_gen   <= write_data[1];
        end
        CLK_OFFSET:
        begin
          new_spi_clk_div <= write_data;
        end
        CS_OFFSET:
        begin
          cs_manual_next <= ~write_data[0];
        end
        default : ;
      endcase
    end
    else if (spi_ready)
      spi_clk_div <= new_spi_clk_div;
  end
endmodule
```

## run.sh

```bash
#!/bin/bash
# OpenROAD 26Q1-2900-gdf79404cd8, Yosys 0.63+post, stock flow scripts
make -C /OpenROAD-flow-scripts/flow DESIGN_CONFIG=/design/flow/config.mk WORK_HOME=/design/flow/orfs finish
```

==> run summary <==
The following summarizes the physical implementation.

Outcome
The run finished with clean final reports.

Synth
The area figure in the yosys stat output is 8479 um^2. Per the synth log, the flip-flop and latch total comes to 185. The commonest register cell is sky130_fd_sc_hd__dfrtp_1. Of all flip-flops after synthesis, the portion carrying an async set or reset was 52.43%. Summing every instance area after synthesis gives 8479 um^2.

Warnings reported by Yosys during synthesis add up to 6. After synthesis, the mean cell area works out to 12.41 um^2. The yosys stat cell total is 683.

The distinct cell type count after synthesis is 59. Yosys mapped a number of flops with a built-in enable equal to 88. The post-synthesis instance total is 683.

The portion of the post-synthesis area used by sequential elements is 59.86%.

Floorplanning
The I/O pin total is 80. The floorplan step set the die width to 170.1 um. The die height is 170.1 um.

The region available for standard cell placement spans 27780 um^2. Before placement the cells fill 30.52% of the core. The die covers 28940 um^2. For reference, the placement row count at floorplan is 61.

Global route
The via count of the first global-routing pass is 5494. The initial antenna violation count is 1. The first-pass GRT wire length is 29810 um. The final global-route overflow total is 0. Total global-route track usage over all layers is 13.82%.

Entering global routing, the biggest net connects 42 pins.

Flow run
The number of violations of the max-capacitance limit is 0. Summing over the stages, the warning tally comes to 53.

Detailed routing
After detailed routing, the number of vias per cell comes to 4.712. The total inserted antenna cells is 0. The count of routing violations after the opening detailed-route iteration is 315. The routed layout has 5438 vias. After detailed routing, the average wire length per cell comes to 15.89 um. In this run the remaining antenna-violating nets after routing total 0.

The number of detailed-routing iterations run before antenna repair is 4. The final layout contains routed wiring with a total length of 18340 um. After detailed routing, the number of remaining DRC violations is 0.

Place
During placement, the flow inserted port buffers numbering 46. The weighted congestion reported at the end of routability-driven placement is 0.9721. The cell count after placement is 1122.

According to the dpl log, the detail-placed design has an HPWL of 13160 um.

Critical path
In this run the worst setup path terminates at read_data[0]. The timing report gives the worst reg2reg path a setup slack of 0.82 ns. The type of element launching the critical path is an input port. The start point of the critical path is address[1].

The critical register-to-register path startpoint is spi_tx_fifo.rd_ptr[1]$_DFFE_PN0P_. The critical path start-end classification is input port to primary output. The critical-path maximum fanout is 3. The required time of the worst setup path is 2.72 ns.

The cell depth of the worst flop-to-flop path is 7. The data arrival time of the critical path is 2.63 ns. The endpoint class of the critical path is a primary output.

The worst register-to-register path ends at spi_mosi$_DFFE_PN0P_.

Cells and area
From synthesis to final layout, the design area changed by 21.69%. The finished layout holds 1154 standard cells, fillers aside. The layout summary lists the proportion of cells stronger than drive strength 1 as 18.30%. The number of inserted filler cells in the final layout is 2680. The utilization after layout is 37.14%.

Clock network
Counting the buffers created by CTS gives 17. The clock network latency to the later pin of the worst-skew pair is 0.43 ns. The H-tree level count is 4. The TritonCTS clock tree is yes. The number of clock sinks seen by CTS is 185.

On the reported timing paths, the clock transition at the registers reads 0.08 ns. Once the clock tree was built, the setup fixing pass inserted 0 buffers. The buffer levels on the longest clock path is 2. Clock tree synthesis selected as its root buffer the cell sky130_fd_sc_hd__clkbuf_16.

STA
For the final database, setup skew stands at 0.01562 ns. Final hold analysis gives a worst-case slack of 0.2122 ns. The final critical path time including I/O delays and setup is 3.309 ns. The worst relative slew slack is 56.43%. The final setup violation count is 0.

In the final report, the number of pins over their slew limit comes to 0. At the pin with the least slew margin, the transition time is 0.6486 ns. Of the available clock period, the critical path in the final layout requires 97.32%. The maximum clock frequency is 302.2 MHz. In the final timing run, aggregate negative setup slack is 0 ns.

The total count of hold-check failures in the final report is 0.

Power
The switching portion of total power comes to 34.04%. Cell internal power was estimated by the tool at 4.354 mW. IR analysis of the VDD net gives a maximum drop of 366.6 uV.

The register share of total power is 42.0%. The part of the total power dissipated in the clock network is 33.1%. The portion of total power attributed to combinational logic is 24.9%.

The report lists the power per cell area as 639.7 nW/um^2. The reported net switching power is 2.247 mW. The power report puts the leakage power at 4.168 nW.

Min path
The class of the most critical hold timing path is input port to async pin.
worst max-delay path: stages:
cell and delay [ns]:
sky130_fd_sc_hd__clkdlybuf4s50_1 0.43, sky130_fd_sc_hd__buf_4 0.15, sky130_fd_sc_hd__nor2_1 0.13, sky130_fd_sc_hd__nand3b_1 0.18, sky130_fd_sc_hd__or2_4 0.29, sky130_fd_sc_hd__o21ai_1 0.13
sky130_fd_sc_hd__a32o_2 0.17, sky130_fd_sc_hd__clkdlybuf4s50_1 0.46
power by group through the flow:
stage     Clock, mW  Combinational (mW)  Sequential (mW)
6_report       2.18                1.64             2.77
4_1_cts        2.23                1.66             2.77
5_1_grt        2.33                1.84             2.81
cell usage after synthesis (2+ instances only):
cell type / instances / area share (%)
sky130_fd_sc_hd__and3_1: 11 / 0.81
sky130_fd_sc_hd__nor3b_1: 2 / 0.18
sky130_fd_sc_hd__mux4_2: 2 / 0.53
sky130_fd_sc_hd__a22oi_1: 11 / 0.97
sky130_fd_sc_hd__a21oi_1: 23 / 1.4
sky130_fd_sc_hd__nor2_1: 49 / 2.2
sky130_fd_sc_hd__nor4_1: 10 / 0.74
sky130_fd_sc_hd__inv_1: 34 / 1.5
sky130_fd_sc_hd__a222oi_1: 6 / 0.71
sky130_fd_sc_hd__o21bai_1: 2 / 0.18
sky130_fd_sc_hd__clkbuf_1: 17 / 0.75
sky130_fd_sc_hd__edfxtp_1: 88 / 31
sky130_fd_sc_hd__o22ai_1: 3 / 0.22
sky130_fd_sc_hd__a211oi_1: 2 / 0.18
sky130_fd_sc_hd__a22o_1: 12 / 1.2
sky130_fd_sc_hd__nor3_1: 8 / 0.47
sky130_fd_sc_hd__xnor2_1: 21 / 2.2
sky130_fd_sc_hd__o21a_1: 5 / 0.44
sky130_fd_sc_hd__a31oi_1: 3 / 0.22
sky130_fd_sc_hd__dfstp_2: 5 / 1.5
sky130_fd_sc_hd__or2_2: 3 / 0.22
sky130_fd_sc_hd__nor2b_1: 9 / 0.66
sky130_fd_sc_hd__and4_1: 3 / 0.31
sky130_fd_sc_hd__dfrtp_1: 92 / 27
sky130_fd_sc_hd__a221oi_1: 8 / 0.83
sky130_fd_sc_hd__ha_1: 35 / 5.2
sky130_fd_sc_hd__a32o_1: 4 / 0.47
sky130_fd_sc_hd__buf_4: 16 / 1.4
sky130_fd_sc_hd__o21ai_0: 29 / 1.7
sky130_fd_sc_hd__buf_1: 4 / 0.18
sky130_fd_sc_hd__or3_1: 2 / 0.15
sky130_fd_sc_hd__a2bb2oi_1: 2 / 0.21
sky130_fd_sc_hd__nand4_1: 15 / 1.1
sky130_fd_sc_hd__o2111ai_1: 2 / 0.21
sky130_fd_sc_hd__nand3_1: 12 / 0.71
sky130_fd_sc_hd__nand2b_1: 4 / 0.30
sky130_fd_sc_hd__nand2_1: 49 / 2.2
sky130_fd_sc_hd__nand3b_1: 3 / 0.27
sky130_fd_sc_hd__and2_1: 6 / 0.44
sky130_fd_sc_hd__o41ai_1: 2 / 0.21
sky130_fd_sc_hd__mux2_2: 43 / 5.7
sky130_fd_sc_hd__xor2_1: 9 / 0.93
through the flow:
| stage | setup WS (ns) | instance area, um^2 | total power [mW] |
|---|---|---|---|
| 3_5_place_dp | -0.1363 | 9598 | 4.457 |
| 6_report | 0.09101 | 10320 | 6.601 |
| 4_1_cts | 0.006532 | 10270 | 6.664 |
| 3_3_place_gp | -0.1089 | 9598 | 4.440 |
| 5_1_grt | -0.001976 | 10320 | 6.979 |
| 2_1_floorplan | 0.8350 | 8536 | 3.950 |
metal layers:
layer | track usage (%) | wire [um] | up-vias
met4 | 1.841 | 290 | 0
li1 | - | - | 2647
met1 | 20.60 | 8470 | 2622
met3 | 4.499 | 1344 | 20
met2 | 20.87 | 8233 | 149
met5 | 0 | 0 | -
cells in the final DEF, fill, tap and decap left out, types with 11 or more instances in the layout:
cell type	n
sky130_fd_sc_hd__a21oi_1	23
sky130_fd_sc_hd__a22o_1	12
sky130_fd_sc_hd__a22oi_1	11
sky130_fd_sc_hd__and3_1	11
sky130_fd_sc_hd__buf_4	35
sky130_fd_sc_hd__clkbuf_16	17
sky130_fd_sc_hd__clkdlybuf4s50_1	36
sky130_fd_sc_hd__conb_1	16
sky130_fd_sc_hd__dfrtp_1	92
sky130_fd_sc_hd__edfxtp_1	88
sky130_fd_sc_hd__ha_1	35
sky130_fd_sc_hd__inv_1	34
sky130_fd_sc_hd__mux2_2	43
sky130_fd_sc_hd__nand2_1	47
sky130_fd_sc_hd__nand3_1	12
sky130_fd_sc_hd__nand4_1	15
sky130_fd_sc_hd__nor2_1	44
sky130_fd_sc_hd__o21ai_0	25
sky130_fd_sc_hd__xnor2_1	21
how the worst min path moves through the flow:
stage | slack [ns] | endpoint | startpoint | cells past startpoint
4_1_cts | 0.22 | spi_rx_fifo.wr_ptr[3]$_DFFE_PN0P_ | rst_n | 1
5_1_grt | 0.24 | spi_rx_fifo.wr_ptr[3]$_DFFE_PN0P_ | rst_n | 1
6_report | 0.21 | spi_rx_fifo.wr_ptr[3]$_DFFE_PN0P_ | rst_n | 1
state kept, by name, summed over array words and instances (netlist names), 2 cells and up:
signal,flops
spi_tx_fifo.rd_ptr,4
spi_tx_fifo.mem,72
bit_cnt,4
spi_rx_fifo.mem,8
clk_counter,17
new_spi_clk_div,16
spi_tx_fifo.wr_ptr,4
rx_shift,8
state,2
rx_fifo_din,8
spi_rx_fifo.wr_ptr,4
tx_shift,8
spi_clk_div,16
cells by family (layout without fill, tap and decap cells):
family                   Yosys count  in the layout  synth area share, %
XOR/XNOR                          30             30                3.099
AND-OR/OR-AND                    121            121                9.872
buffers and inverters             72            150                3.910
multiplexers                      46             46                6.360
other                              1             16              0.04422
AND/OR/NAND/NOR                  193            193                11.69
adder cells (fa/ha/maj)           35             35                5.165
flip-flops                       185            185                59.86
what timing repair did:
action	4_1_cts	5_1_grt
pin swaps	1	5
gates cloned	0	0
endpoints found under the hold margin	0	0
resized	7	20
setup endpoints to repair	9	14
hold buffers	0	0
area by class of cell:
cell class | instances | area [um^2] | area share [%]
Clock inverter | 15 | 239.0 | 2.316
Multi-Input combinational cell | 441 | 3173 | 30.75
Sequential cell | 185 | 5076 | 49.19
Timing Repair Buffer | 84 | 804.5 | 7.797
Tap cell | 378 | 473.0 | 4.584
Clock buffer | 17 | 425.4 | 4.123
Inverter | 34 | 127.6 | 1.237
Power is estimated from default activity; no workload was simulated.
